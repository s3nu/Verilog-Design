`design/flow/design.v`:
```
`timescale 1ns / 1ps
module led_mux (
	input wire clk,
	input wire rst,
	input wire [7:0] LED0,  
	input wire [7:0] LED1,
	input wire [7:0] LED2,
	input wire [7:0] LED3,
	input wire [7:0] LED4,
	input wire [7:0] LED5,
	input wire [7:0] LED6,
	input wire [7:0] LED7,  
	output wire [7:0] LEDSEL,
	output wire [7:0] LEDOUT);
	reg [2:0] index;
	reg [15:0] led_ctrl;
	assign {LEDOUT, LEDSEL} = led_ctrl;
	always@(posedge clk)
	begin
		index <= (rst) ? 3'd0 : (index + 3'd1);
	end
	always @(index, LED0, LED1, LED2, LED3, LED4, LED5, LED6,LED7)
	begin
		case(index)
			3'd0: led_ctrl <= {8'b11111110, LED7};
			3'd1: led_ctrl <= {8'b11111101, LED6};
			3'd2: led_ctrl <= {8'b11111011, LED5};
			3'd3: led_ctrl <= {8'b11110111, LED4};
			3'd4: led_ctrl <= {8'b11101111, LED3};
			3'd5: led_ctrl <= {8'b11011111, LED2};
			3'd6: led_ctrl <= {8'b10111111, LED1};
			3'd7: led_ctrl <= {8'b01111111, LED0};
		default: led_ctrl <= {8'b11111111, 8'hFF};
		endcase
	end
endmodule
```
`design/flow/config.mk`:
```
export PLATFORM = sky130hd
export DESIGN_NAME = led_mux
export DESIGN_NICKNAME = led_mux
export VERILOG_FILES = /design/flow/design.v
export SDC_FILE = /design/flow/constraint.sdc
export NUM_CORES = 4
export LEC_CHECK = 1
export CORE_AREA = 10 10 70 70
export DIE_AREA = 0 0 80 80
```
`design/flow/constraint.sdc`:
```
current_design led_mux

set clk_period 3.5
set clk_io_pct 0.2

create_clock -name clk0 -period $clk_period [get_ports {clk}]

set non_clock_inputs [all_inputs -no_clocks]
set_input_delay [expr $clk_period * $clk_io_pct] -clock clk0 $non_clock_inputs
set_output_delay [expr $clk_period * $clk_io_pct] -clock clk0 [all_outputs]
```
`design/flow/run.sh`:
```
#!/bin/bash
# OpenROAD 26Q1-2900-gdf79404cd8, Yosys 0.63+post, stock flow scripts
make -C /OpenROAD-flow-scripts/flow DESIGN_CONFIG=/design/flow/config.mk WORK_HOME=/design/flow/orfs finish
```
==> impl_metrics.env <==
# flow metrics
export IMPL_critPathArrivalTime_ps=2560
export IMPL_worstSkewPairLatency_ps=230
export IMPL_yosysChipArea_um2=793
export IMPL_seqPwrFrac_pct=12.1
export IMPL_rsz0062_at_grt="false"
export IMPL_ys_flops=3
export IMPL_endpoint="LEDSEL[1]"
export IMPL_r2r_start="index[0]$_SDFF_PP0_"
export IMPL_final_hold_viol_count=0
export IMPL_route_detailed_drc=0
export IMPL_path_max_fanout=12
export IMPL_drt_wirelength_per_cell_um=18.0
export IMPL_top_area_share_pct=11.0
export IMPL_worstSetupStartpoint="index[0]$_SDFF_PP0_"
export IMPL_ir_drop_uv=191
export IMPL_initCoreUtil_pct=23.2
export IMPL_cp_buffers_inverters=1
export IMPL_finalSetupTns_ps=0
export IMPL_slowest_delay_ps=490
export IMPL_final_core_util_pct=48.4
export IMPL_setup_violations=0
export IMPL_grt_pass1_vias=1256
export IMPL_die_x_um=80
export IMPL_crit_type="reg -> out"
export IMPL_wl_um=4030
export IMPL_finalCritPeriodShare_pct=93.1
export IMPL_dp_hpwl_um=3300
export IMPL_cpLargestDelayFamily="simple AND/OR/NAND/NOR gates"
export IMPL_clock_skew_ps=1.14
export IMPL_start_kind="register"
export IMPL_num_rows=21
export IMPL_ff2ff_setup_slack_ps=2460
export IMPL_synth_avg_cell_area_um2=7.93
export IMPL_gp_congestion=0.844
export IMPL_die_height_um=80
export IMPL_chip_area_um2=6400
export IMPL_sw_frac_of_total_pct=30.5
export IMPL_post_route_min_period_ps=3260
export IMPL_largest_reg_flops=3
export IMPL_grt_pass1_wl_um=6350
export IMPL_cts_buffers=3
export IMPL_cp_required_ps=2800
export IMPL_internal_power_mw=0.233
export IMPL_relSlewSlack_pct=67.8
export IMPL_cp_depth=6
export IMPL_yosysWarnings=1
export IMPL_drive_above_1_share_pct=10.1
export IMPL_grt_usage_pct=12.2
export IMPL_syn2layout_area_growth_pct=108
export IMPL_netlist_area_um2=793
export IMPL_insertedDiodeCount=0
export IMPL_yosys_area_top_type="ha_1"
export IMPL_synthCells=100
export IMPL_synth_area_top_cells="ha_1 11%, mux2_2 9.9%, a41oi_2 8.2%"
export IMPL_avgViaCountPerCell=5.02
export IMPL_io_buffers=81
export IMPL_comb_power_share_pct=69.6
export IMPL_outcome="finished, final reports clean"
export IMPL_ctsLongestPathBuffers=2
export IMPL_ioPinCount=82
export IMPL_cts_root_buf="clkbuf_4"
export IMPL_largest_registers="index (3)"
export IMPL_tightest_slew_ps=471
export IMPL_r2r_cells=3
export IMPL_cts_tree="done"
export IMPL_cp_slowest_cell="clkdlybuf4s50_1"
export IMPL_power_switching_mw=0.102
export IMPL_ys_seq_share_pct=7.57
export IMPL_cts_sinks=3
export IMPL_drv_slew=0
export IMPL_crit_chain="ha_1 -> ha_1 -> or2_1 -> or2_1 -> a31oi_1 -> clkdlybuf4s50_1"
export IMPL_warning_count=30
export IMPL_timing_rr_end="index[2]$_SDFF_PP0_"
export IMPL_vias=1124
export IMPL_coreArea_um2=3420
export IMPL_ant_nets=0
export IMPL_ys_types=31
export IMPL_hold_path_class="reg -> reg"
export IMPL_grt_max_degree=22
export IMPL_power_share_clock_pct=18.3
export IMPL_cts_htree_levels=1
export IMPL_maxCapViolCount=0
export IMPL_end_kind="output port"
export IMPL_max_freq_mhz=307
export IMPL_dr_first_iter_drc_count=45
export IMPL_grt_overflow_total=0
export IMPL_power_density_nw_per_um2=203
export IMPL_drt_pass1_iterations=5
export IMPL_leakage_nw=0.626
export IMPL_antenna_found_initial=0
export IMPL_largest_register="index"
export IMPL_clk_pin_slew_worst_paths_ps=40
export IMPL_ys_cells=100
final cells by class:
class | count | area (um2)
multi-input combinational | 83 | 656
clock buffer | 4 | 26.3
tap | 46 | 57.6
inverter | 3 | 11.3
fill | 343 | 1760
sequential | 3 | 60.1
timing repair buffer | 85 | 841
repair_timing:
action | in CTS | in global routing
hold buffers | 0 | 0
buffers inserted | 0 | 0
gates resized | 0 | 1
endpoints found under the setup margin | 0 | 9
layer usage:
| metal | vias to the layer above | part of all wire (%) | GRT usage [%] |
|---|---|---|---|
| met3 | 0 | 11 | 4.55 |
| li1 | 552 | - | - |
| met2 | 61 | 44 | 20.4 |
| met4 | 0 | 0 | 0.352 |
| met1 | 511 | 45 | 15.3 |
| met5 | - | 0 | 0 |
power by group through the flow:
stage | clock [mW] | sequential (mW) | combinational [mW]
CTS | 0.0621 | 0.0405 | 0.237
global route | 0.0647 | 0.0413 | 0.256
finish | 0.0614 | 0.0406 | 0.234
kinds of logic after synthesis:
logic type / share of synthesized area (%)
and+or+nand+nor: 29.2
buffers and inverters: 9.78
DFF: 7.57
AOI/OAI and AO/OA: 32.5
muxes: 9.94
adders and majority gates: 11.0
through the flow:
| step | setup WS, ps | power (mW) | cell area, um2 | hold WS [ps] | std cells |
|---|---|---|---|---|---|
| 4_1_cts | 99.6 | 0.340 | 1650 | 469 | 224 |
| 6_report | 240 | 0.336 | 1650 | 468 | 224 |
| 2_1_floorplan | 971 | 0.133 | 793 | 433 | 100 |
| 3_3_place_gp | 420 | 0.275 | 1630 | 447 | 220 |
| 5_1_grt | 43.4 | 0.362 | 1650 | 516 | 224 |
| 3_5_place_dp | 346 | 0.278 | 1630 | 460 | 220 |
cell usage in the layout (no fill, tap or decap), drive strengths merged:
cell,synthesis,final
clkdlybuf4s50,0,81
nand2,10,10
nor3,8,8
and3,7,7
mux2,7,7
ha,7,7
a22o,5,5
nor2,4,4
a32oi,4,4
a2111oi,4,4
a31oi,4,4
a222oi,4,4
a41oi,4,4
buf,6,4
clkbuf,5,4
inv,3,3
nor2b,3,3
dfxtp,3,3
or2,2,2
o21ai,1,1
nand4b,1,1
a211o,1,1
and2,1,1
and3b,1,1
nor3b,1,1
nand3b,1,1
or3b,1,1
or4b,1,1
nand4,1,1
how the worst min path moves through the flow:
stage / start / end / depth (start not counted) / slack, ps
CTS: index[0]$_SDFF_PP0_ / index[0]$_SDFF_PP0_ / 1 / 470
global route: index[0]$_SDFF_PP0_ / index[0]$_SDFF_PP0_ / 1 / 520
finish: index[0]$_SDFF_PP0_ / index[0]$_SDFF_PP0_ / 1 / 470
Yosys cell counts, drive strengths merged:
master and instances:
a41oi 4, nor3b 1, nand4b 1, and3b 1
and2 1, a222oi 4, a2111oi 4, or3b 1
a32oi 4, clkbuf 5, mux2 7, nor3 8
nor2b 3, ha 7, or4b 1, buf 6
nand4 1, a31oi 4, or2 2, a22o 5
dfxtp 3, and3 7, a211o 1, inv 3
nor2 4, nand2 10, nand3b 1, o21ai 1
Power and IR drop assume default switching activity.
