--- ./run.sh ---
#!/bin/bash
# OpenROAD 26Q1-2900-gdf79404cd8, Yosys 0.63+post, stock flow scripts
make -C /OpenROAD-flow-scripts/flow DESIGN_CONFIG=/design/flow/config.mk WORK_HOME=/design/flow/orfs finish
--- ./config.mk ---
export PLATFORM = sky130hd
export DESIGN_NAME = clk_gen
export DESIGN_NICKNAME = clk_gen
export VERILOG_FILES = /design/flow/design.v
export SDC_FILE = /design/flow/constraint.sdc
export NUM_CORES = 4
export LEC_CHECK = 1
export CORE_UTILIZATION = 40
--- ./constraint.sdc ---
current_design clk_gen

set clk_period 5.7
set clk_io_pct 0.2

create_clock -name clk0 -period $clk_period [get_ports {clk100MHz}]

set non_clock_inputs [all_inputs -no_clocks]
set_input_delay [expr $clk_period * $clk_io_pct] -clock clk0 $non_clock_inputs
set_output_delay [expr $clk_period * $clk_io_pct] -clock clk0 [all_outputs]
--- ./design.v ---
module clk_gen(clk100MHz, rst, clk_4sec, clk_5KHz);
	input clk100MHz, rst;
	output clk_4sec, clk_5KHz;
	reg clk_4sec, clk_5KHz;
	integer count, count1;
	always@(posedge clk100MHz)
	begin
		if(rst)
		begin
			count = 0;
			count1 = 0;
			clk_4sec = 0;
			clk_5KHz =0;
		end
		else
		begin
			if(count == 200000000)
			begin
				clk_4sec = ~clk_4sec;
				count = 0;
			end
			if(count1 == 10000)
			begin
				clk_5KHz = ~clk_5KHz;
				count1 = 0;
			end
			count = count + 1;
			count1 = count1 + 1;
			end
			end
endmodule  
==> Changelog: implementation <==
## Flow update

* Initial DRC count at between 90 and 100
* Area grow syn2layout at 8.88%
* Crit share post-route at 40.3%
* Crit path DAT at around 1.2 ns
* Total wire length at around 5700 um
* Final Critical Period at approximately 2.3 ns
* Die y size at 89.0 um
* Vias/cell at 5.14
* Unrepaired setup endpoints after global routing: false
* Post-route cell area at 3300 um^2
* Sequential area share after synthesis at 43.6%
* Worst hold start: count1[0]
* Max-cap check violation count at 0
* Congestion Overflow GR at 0
* Logic area at approximately 1600 um^2
* Synthesized flop and latch total at ~66
* Worst min path class: reg -> reg
* GR Util met2 at about a quarter
* Worst clock skew at 0.00682 ns
* Cell Chain, Critical Path: clkdlybuf4s50_1
* Chip area in the Yosys report at 3030 um^2
* Gpl congestion at between 0.8 and 0.9
* Peak VDD IR at about 0.16 mV
* Slowest-stage cell, CP: clkdlybuf4s50_1
* Max frequency at 0.435 GHz
* Critical path fanouts, max at 2
* Root buffer cell: clkbuf_8
* Initial antenna violation count at 0
* Top cells, area: dfxtp_1 44%, xnor2_1 8.1%, nor2_1 7.4%
* Late-Pin Clk Latency at roughly 0.34 ns
* Vias in the first global route at around 2100
* CTS Buffer Depth at 2
* Log Warnings at 25
* GRT Util Overall at 15.7%
* Placed cell area at approximately 3100 um^2
* Hold slack final at between 0.4 and 0.5 ns
* Setup TNS at 0 ns
* Core Area at between 7000 and 8000 um^2
* Max_slew headroom at around 44%
* Endpoint type of the worst setup path: output port
* Critical R2R Launch: count[7]
* Sequential share of power at a little under three fifths
* Io pins at 4
* Main synth FF type: dfxtp_1
* Flop area at ~1300 um^2
* Site row count at 31
* Flip-flops with a built-in enable at 0
* FFs w/ async S/R, synth at 0%
* Global-route wire length before repair at 9530 um
* Final Hold Viols at 0
* Yosys cell types at 35
* Pleak at approximately 1 nW
* Post-route ant nets at 0
* Syn Inst Count at approximately 360
* Status: complete, no violations
* Cell Area, Synth at about 3000 um^2
* CTS resizes at 0
* Pre-antenna DRT Iters at 4
* Grt peak-use layer: met2
* Internal Dissipation at 0.635 mW
* Dominant cell area share at between 40% and 50%
* PwrDens at roughly 250 nW/um^2
* Post-CTS setup buffer count at 0
* CP Launch Point: clk_4sec
* Largest net degree at the start of global routing at between 50 and 60
* Net Sw Frac at 22.7%
* Req. time, crit path at approximately 4.6 ns
* Switching pwr at roughly 0.19 mW
* Die area at between 7000 and 8000 um^2
* Met3 Resource Use GR at roughly 4.1%
* CTS tree: yes
* Max incr delay on CP at approximately 0.48 ns
* Ys Warns at 1
* FP Core Util at between 40 and 50%
* Number of I/O port buffers at 3
* Met1 usage in global routing at 21.9%
* Worst path bufs/invs at 1
* Top cells by count: 66 x dfxtp_1, 60 x nor2_1, 28 x nand3_1, 28 x xnor2_1, 24 x xor2_1
* Setup Viol. Count Final at 0
* CTS Buf Count at 9
* Fill count at 736
* Yosys cell count at roughly 360
* Via Count at between 2000 and 2500
* Drt wl/cell at about 12 um
* Layout cells sized above 1 at under 10%
* Die width at about 89 um
* Yosys top cell by area: dfxtp_1
* Clock-pin slew of the registers on the worst-case setup and hold paths at approximately 0.07 ns
* H-tree depth at 3
* CTS Sinks at about 66
* Cell with the most instances after synthesis: dfxtp_1
* Cts hold-fix bufs at 0
* Gate power share at 1.9%
* Hpwl dp at approximately 3700 um
* Critical path class: reg -> out
* Mean Syn Cell Area at 8.49 um^2
* Max-slew violation count at 0
* CP Launch Type: flop
* Inserted Diodes at 0
* Final core occ at 45.2%
* DRC viols at 0
* Clock network fraction of total power at approximately two fifths
* Delay-heaviest family, CP: buffers and inverters
* Worst-Margin Slew at 0.828 ns
[power by group through the flow]
stage / clock network [mW] / logic, mW / registers [mW]
6_report: 0.337 / 0.0160 / 0.469
5_1_grt: 0.370 / 0.0185 / 0.469
4_1_cts: 0.351 / 0.0163 / 0.469
[cell usage in the layout, fill, tap and decap left out, drive strengths merged, types with 2 or more instances in the layout]
cell and n:
nand4 19, nor4 15, xor2 24, nand3 28
clkdlybuf4s50 2, clkbuf 10, or3 9, nand3b 2
and3 7, ha 2, o21ai 7, dfxtp 66
or4 3, nor2 60, nor2b 2, nand2 18
o31ai 5, xnor2 28, buf 2, nor4b 3
nor3 19, and4 2, a21oi 10, inv 8
clkinv 4
[metal layers]
metal | share of wire, % | vias to the layer above
li1 | - | 1254
met1 | 50 | 1085
met2 | 46 | 29
met3 | 3.6 | 2
met4 | 0.67 | 0
met5 | 0 | -
[sequential cells by signal, indices dropped and copies added, names as in the netlist]
name / flops
count1: 32
clk_5KHz: 1
clk_4sec: 1
count: 32
[metrics by stage]
step                cells  setup slack (ns)  total power, mW
global placement      446              3.41            0.495
finish                461              3.40            0.822
global route          461              3.35            0.858
CTS                   461              3.39            0.836
floorplan             357              3.73            0.493
detailed placement    446              3.40            0.495
[logic make-up after synthesis]
| kind of cell | Yosys count | share of synthesized area [%] |
|---|---|---|
| xor+xnor | 52 | 15.0 |
| buf+inv | 22 | 2.85 |
| compound gates | 24 | 4.59 |
| fa+ha+maj | 2 | 0.826 |
| simple gates | 191 | 33.1 |
| flops | 66 | 43.6 |
[final timing paths]
kind	endpoint	depth (start not counted)	slack, ns
min	count1[0]	1	0.48
max	clk_4sec	1	3.40
min reg2reg	count1[0]	1	0.48
max reg2reg	count[27]	5	3.47
[final cells by class]
cell class | instances | share of cell area (%)
Multi-Input combinational cell | 269 | 49.2
Sequential cell | 66 | 40.1
Clock buffer | 10 | 4.17
Tap cell | 99 | 3.76
Timing Repair Buffer | 4 | 0.986
Clock inverter | 5 | 0.948
Inverter | 8 | 0.910
No activity file was given, so power comes from the tool's default toggle rates.
