$ cat config.mk
export PLATFORM = sky130hd
export DESIGN_NAME = data_path
export DESIGN_NICKNAME = data_path
export VERILOG_FILES = /design/flow/design.v
export SDC_FILE = /design/flow/constraint.sdc
export NUM_CORES = 4
export LEC_CHECK = 1
export CORE_AREA = 10 10 110 110
export DIE_AREA = 0 0 120 120
$ cat constraint.sdc
current_design data_path

set clk_period 2.9
set clk_io_pct 0.2

create_clock -name clk0 -period $clk_period [get_ports {clk}]

set non_clock_inputs [all_inputs -no_clocks]
set_input_delay [expr $clk_period * $clk_io_pct] -clock clk0 $non_clock_inputs
set_output_delay [expr $clk_period * $clk_io_pct] -clock clk0 [all_outputs]
$ cat design.v
`timescale 1ns / 1ps
module data_path(
	input clk, rst, 
	input Yen, Xen, Ren,         
	input X_sL, Xshiftbit, RsL, RsR, 
	input s1, s2, s3,            
	input load_cnt, ud, Cen,     
	input [3:0] X_in, Y_in,      
	input [2:0] n,               
	output [3:0] R, Q,           
	output R_lt_Y, cnt_out,      
    output zeroerror               
    );
	wire [3:0] X_out, Y_out;
	wire [4:0] subOut, R_in, R_out;
	wire x3;
	mux2   #(5) m0(.A(subOut), .B(5'b00000), .sel(s1), .out(R_in));
	mux2   #(4) m1(.A(R_out[3:0]), .B(4'b0000), .sel(s2), .out(R));
	mux2   #(4) m2(.A(X_out), .B(4'b0000), .sel(s3), .out(Q));
	y_reg       y0(.clk(clk), .rst(rst), .en(Yen), .D(Y_in), .Q(Y_out),.zeroflag(zeroerror));
	x_reg       x0(.clk(clk), .rst(rst), .LD(Xen), .sL(X_sL),.shiftbit(Xshiftbit), .D(X_in), .Q(X_out), .msb(x3));
	r_reg       r0(.clk(clk), .rst(rst), .LD(Ren), .sL(RsL),.sR(RsR), .shiftbit(x3), .D(R_in), .Q(R_out));
	comparator  c0(.A(R_out[3:0]), .B(Y_out), .out(R_lt_Y));
	sub         s0(.A(R_out), .B({1'b0,Y_out}), .out(subOut));
	ud_counter  u0(.clk(clk), .rst(rst), .ce(Cen),.ld(load_cnt), .ud(ud), .D(cnt_out), .zeroflag(cnt_out));
endmodule
module mux2 #(parameter WIDTH = 4) (
	input [WIDTH-1:0] A, B,
	input sel,
	output reg [WIDTH-1:0] out);
	always @(*) 
	begin
		if (sel) 
		begin
			out = B;
		end
		else
		begin
			out = A;
		end
	end
endmodule
module x_reg(
	input clk, rst, LD, sL, shiftbit,
	input [3:0] D,
	output reg [3:0] Q,
	output reg msb
	);
	wire [3:0] out;
	assign out = Q;
	always @(posedge clk, posedge rst) 
	begin
		if (rst)
		begin
			Q <= 4'b0000; 
		end          
		else if (LD)
		begin
  			Q <= D;
  		end            
		else if (sL) 
		begin
			if (shiftbit) 
			begin
				Q <= {out[2:0], 1'b1};
			end
			else
			begin
				Q <= {out[2:0], 1'b0};
			end
		end
		else
		begin
			Q <= out; 
		end
	end
	always @(Q) 
	begin
		msb = out[3];
	end
endmodule
module y_reg(
	input clk, rst, en,
	input [3:0] D,
	output reg [3:0] Q,
    output reg zeroflag
	);
	always @(posedge clk, posedge rst) 
	begin
		if (rst) 
		begin
			Q <= 0; 
		end
		else if (en) 
		begin
			Q <= D;
		end
		else
		begin         
			Q <= Q;
		end
	end
	always @(Q) 
	begin
		if (Q == 0) 
		begin
			zeroflag = 1;
		end
		else
		begin
			zeroflag = 0;
		end
	end
endmodule
module r_reg(
	input clk, rst, LD, sL, sR, shiftbit,
	input [4:0] D,
	output reg [4:0] Q);
	wire [4:0] out;
	assign out = Q;
	always @(posedge clk, posedge rst) 
	begin
		if (rst)     Q <= 5'b00000;  
		else if (LD) Q <= D;      
		else if (sL) Q <= {out[3:0], shiftbit};
		else if (sR) Q <= {1'b0, out[4:1]}; 
		else         Q <= out;           
	end
endmodule
module ud_counter(
	input clk, rst, ce, ld, ud,
	input [2:0] D,
	output reg zeroflag);
	reg [2:0] Q;
	always @(posedge clk, posedge rst) 
	begin
		if (rst)
		begin
			Q <= 0;
		end
		else if (ce) 
		begin
			if (ld) 
			begin
				Q <= D;
			end
			else 
			begin    
				case (ud)
					0: Q <= Q-1;
					1: Q <= Q+1;
				endcase
			end
		end
		else 
		begin
			Q <= Q;
		end
	end
	always @(Q) 
	begin
		if (Q==3'b000)
		begin
			zeroflag = 1;
		end
		else 
		begin
			zeroflag = 0;
		end
	end
endmodule
module comparator(
	input [3:0] A, B,
	output reg out);
	always @(*) 
	begin
		if (A<B) 
		begin
			out = 1;
		end
		else
		begin
			out = 0;
		end
	end
endmodule
module sub(
	input [4:0] A, B,
	output reg [4:0] out
	);
	always @(*) 
	begin
		out = A-B;
	end
endmodule
$ cat run.sh
#!/bin/bash
# OpenROAD 26Q1-2900-gdf79404cd8, Yosys 0.63+post, stock flow scripts
make -C /OpenROAD-flow-scripts/flow DESIGN_CONFIG=/design/flow/config.mk WORK_HOME=/design/flow/orfs finish
==> Changelog: implementation <==
### Changed

- Status: finished, final reports clean
- Core Area: 9774 µm²
- Post-Synthesis Cell Area: 996.0 µm²
- Vias: between 800 and 900
- Final worst setup slack: between 0.2 and 0.3 ns
- CP Buf/Inv Count: 2
- CP max stage delay: 0.41 ns
- Area post-placement: ~1500 µm²
- Max Cap Viol: 0
- Finished Cell Area: 1528 µm²
- Clock Tree Buf Depth: 2
- CTS resizes: 0
- Post-synthesis cell count: 107
- Fillers: 1099
- Yosys chip area: 996.0 µm²
- Final Skew: between 0.005 and 0.006 ns
- Pre-Place Util: between 10% and 20%
- Setup TNS: 0 ns
- Largest net degree at the start of global routing: 17
- Slew headroom: between 50 and 60%
- Synth warn: 9
- Mux cell area share: under 10%
- Wirelength per Cell: between 9 and 10 µm
- Final setup viols: 0
- Post-DP HPWL: ~2200 µm
- HP Start: r0.Q[0]
- Worst r2r src: r0.Q[0]
- Post-DRT Antenna Nets: 0
- Power Dens Cells: slightly above 500 nW/µm²
- Buffers on Ports: 33
- Synth top area share: 40.20%
- I/O Pins: 37
- CP cell instances: inv_1 > ha_1 > fa_1 > nand2b_1 > a21o_1 > clkdlybuf4s50_1
- Latest clock arrival within the worst-skew pair: between 0.2 and 0.3 ns
- CP Class: register to output port
- Worst EP arrival: around 2.1 ns
- Routability congestion estimate from global placement: 0.7923
- Adder share: under 10%
- Synthesized registers: 16
- Clock-pin slew of the registers on the worst-case setup and hold paths: 0.07 ns
- Overflow after GRT: 0
- DRT Wirelength: roughly 2700 µm
- 1st-iter DRT viols: 24
- Tot Pwr: ~0.78 mW
- Synth Seq Share: between 40 and 50%
- Top delay family on crit path: adder cells
- Syn_area_per_cell: 9.308 µm²
- VDD IR max: just over 100 µV
- # diodes: 0
- Pre-CTS setup slack: between 0.5 and 0.6 ns
- Share of cells above drive strength 1: between 5 and 6%
- Die Ht: 120 µm
- H-tree depth: 1
- TritonCTS Buffers: 3
- Post-CTS setup buffer count: 0
- Cycle use final: between 90% and 100%
- DRC: 0
- Crit path launch: r0.Q[0]
- Cell area leaders: dfrtp_1 (40%), o21ai_0 (8.0%), ha_1 (5.0%)
- Leak Pwr: 0.6121 nW
- Flop area: ~400 µm²
- CP Max Fanout: 3
- Final hold vios: 0
- Total GRT Usage: roughly 3.7%
- FMAX: roughly 0.38 GHz
- RSZ-0062 raised after global routing: false
- Crit path capture type: output port
- DRT Pass-1 Iters: 2
- AO/OA Area Share: approximately 16%
- CTS Hold Buffers Added: 0
- Vias per std cell: 3.201
- Gate Area: 541.8 µm²
- First-pass GRT wire length: around 4500 µm
- Fin crit period: ~2.6 ns
- Log Warnings: 28
- Site row count: 36
- Yosys cell count: ~110
- Measured slew at the worst slew-check pin: roughly 0.68 ns
- Slowest cell on the critical path: clkdlybuf4s50_1
- Vias in the first global route: approximately 900
- Dominant combinational family: simple AND/OR/NAND/NOR gates
- Die width: roughly 120 µm
- Startpoint Class: register
- Total clock sinks: 16
- Max-slew violation count: 0
- Number of antenna violations at the first check in global routing: 0
- Hold crit path type: register to register
- Simple-Gate Fraction of Synth Area: approximately 18%
- CTS tree: done
- Root Driver: clkbuf_8
- Yosys xor share: roughly 1.8%
- Worst hold slack: 0.5196 ns
- Distinct cells, synth: 32
- Req. time, crit path: roughly 2.3 ns
- Die area: ~14000 µm²
- Synth-to-layout area growth: 53.39%
- Cell taking the most area after synthesis: dfrtp_1
[cells by family after synthesis]
logic type      Yosys count
compound gates           27
xor+xnor                  2
fa+ha+maj                 6
buf+inv                  12
flops                    16
mux                       9
simple gates             35
[layout by cell type, fill, tap and decap left out]
master and n:
o22ai_1 1, a221oi_1 1, nand2b_1 2, xor2_1 2
a22o_1 1, a21o_1 1, fa_1 2, nor2b_1 5
a2111oi_0 1, inv_1 9, ha_1 4, or3b_1 1
a21boi_0 1, o32ai_1 1, a2bb2oi_1 1, a21oi_1 2
nor2_1 9, or2b_1 1, mux2i_1 5, and3b_1 1
nor3_1 2, a211o_1 1, clkbuf_8 4, nor3b_1 1
dfrtp_1 16, mux2_2 4, o21ai_0 16, nand2_1 11
nand3b_1 1, clkdlybuf4s50_1 33, nor4_1 1
[worst register-to-register path, stage by stage, from the launching register on]
cell	delay, ns
dfrtp_1	0.36
inv_1	0.07
ha_1	0.20
fa_1	0.40
nand2b_1	0.18
a2111oi_0	0.37
a211o_1	0.15
[synth_stat cells]
master / number
a2111oi_0: 1
a211o_1: 1
a21boi_0: 1
a21o_1: 1
a21oi_1: 2
a221oi_1: 1
a22o_1: 1
a2bb2oi_1: 1
and3b_1: 1
buf_2: 1
buf_6: 1
clkbuf_1: 1
dfrtp_1: 16
fa_1: 2
ha_1: 4
inv_1: 9
mux2_2: 4
mux2i_1: 5
nand2_1: 11
nand2b_1: 2
nand3b_1: 1
nor2_1: 9
nor2b_1: 5
nor3_1: 2
nor3b_1: 1
nor4_1: 1
o21ai_0: 16
o22ai_1: 1
o32ai_1: 1
or2b_1: 1
or3b_1: 1
xor2_1: 2
[final timing paths]
path,slack [ns],endpoint,cells after the start
min in group asynchronous,0.74,y0.Q[2],2
max reg2reg,1.11,r0.Q[4],6
max,0.26,R_lt_Y,6
min reg2reg,0.52,r0.Q[0],2
max in group asynchronous,1.73,x0.Q[3],2
min,0.52,r0.Q[0],2
[final cells by class]
type                    count  share of cell area (%)
multi-input cells          79                   35.46
flip-flops and latches     16                   26.21
repair buffers             33                   21.62
well taps                 133                   10.89
clock buffers               4                   3.604
inverters                   9                   2.211
[routing by layer]
metal  vias to the layer above  GRT usage, %  share of wire, %
li1                        438             -                 -
met1                       417         4.349                41
met2                        18         6.878                53
met3                         4        0.3808               2.9
met4                         0         1.357               3.4
met5                         -             0                 0
[power breakdown]
group | total, mW | internal (mW) | leakage, nW | switching, mW
clock network | 0.197 | 0.120 | 0.0288 | 0.0767
registers | 0.304 | 0.267 | 0.197 | 0.0374
logic | 0.276 | 0.163 | 0.386 | 0.113
total | 0.777 | 0.550 | 0.612 | 0.227
[flip-flops by register name (all words and copies together) (netlist names)]
signal,cells
r0.Q,5
u0.Q,3
x0.Q,4
y0.Q,4
[through the flow]
stage,utilization (%),cells
after floorplan,-,107
after global routing,15.63,274
after CTS,15.63,274
final,15.63,274
after detailed placement,15.07,270
after global placement,15.07,270
Power figures rest on the tool's default switching activity, not on a simulated workload.
